<file path="./run.sh">
#!/bin/bash
# OpenROAD 26Q1-2900-gdf79404cd8, Yosys 0.63+post, stock flow scripts
make -C /OpenROAD-flow-scripts/flow DESIGN_CONFIG=/design/flow/config.mk WORK_HOME=/design/flow/orfs finish
</file>
<file path="./config.mk">
export PLATFORM = sky130hd
export DESIGN_NAME = Parallel_filter
export DESIGN_NICKNAME = Parallel_filter
export VERILOG_FILES = /design/flow/design.v
export SDC_FILE = /design/flow/constraint.sdc
export NUM_CORES = 4
export LEC_CHECK = 1
export CORE_UTILIZATION = 30
</file>
<file path="./constraint.sdc">
current_design Parallel_filter

set clk_period 24.5
set clk_io_pct 0.2

create_clock -name clk0 -period $clk_period [get_ports {clk}]

set non_clock_inputs [all_inputs -no_clocks]
set_input_delay [expr $clk_period * $clk_io_pct] -clock clk0 $non_clock_inputs
set_output_delay [expr $clk_period * $clk_io_pct] -clock clk0 [all_outputs]
</file>
<file path="./design.v">
`timescale 1ns / 1ps
module Compare_and_Swap
(
input [7:0] Pixel_1,Pixel_2,Pixel_3,  
output [7:0] H,M,L  
    );
wire [7:0] temp[2:0];  
assign temp[0] = (Pixel_1 > Pixel_2) ? Pixel_1 : Pixel_2;
assign temp[1] = (Pixel_1 > Pixel_2) ? Pixel_2 : Pixel_1;
assign temp[2] = (temp[1] > Pixel_3) ? temp[1] : Pixel_3;
assign L = (temp[1] > Pixel_3) ? Pixel_3 : temp[1];
assign H = (temp[0] > temp[2]) ? temp[0] : temp[2];
assign M = (temp[0] > temp[2]) ? temp[2] : temp[0];
endmodule
`timescale 1ns / 1ps
module Parallel_filter
(
input [7:0] I_00,I_01,I_02,I_03,I_10,I_11,I_12,I_13,  
input clk,rst, 
output [7:0] P1,P2,P3,P4  
    );
reg [7:0] H_0,M_0,L_0,H_1,M_1,L_1,H_2,M_2,L_2,H_3,M_3,L_3;  
wire [7:0] Hw_0,Mw_0,Lw_0,Hw_1,Mw_1,Lw_1,Hw_2,Mw_2,Lw_2,Hw_3,Mw_3,Lw_3;   
Compare_and_Swap E0(I_00,I_01,I_02,Hw_0,Mw_0,Lw_0);
Compare_and_Swap E1(I_10,I_11,I_12,Hw_1,Mw_1,Lw_1);
Compare_and_Swap E2(I_01,I_02,I_03,Hw_2,Mw_2,Lw_2);
Compare_and_Swap E3(I_11,I_12,I_13,Hw_3,Mw_3,Lw_3);
always @(posedge clk)
begin
H_0 <= Hw_0;
M_0 <= Mw_0;
L_0 <= Lw_0;
H_1 <= Hw_1;
M_1 <= Mw_1;
L_1 <= Lw_1;
H_2 <= Hw_2;
M_2 <= Mw_2;
L_2 <= Lw_2;
H_3 <= Hw_3;
M_3 <= Mw_3;
L_3 <= Lw_3;
end
Systolic_Array N4(L_3,M_3,H_3, L_2, M_2, H_2,Lw_2,Mw_2,Hw_2,P3);  
Systolic_Array N3(L_1,M_1,H_1, L_0, M_0, H_0,Lw_0,Mw_0,Hw_0,P1);  
Systolic_Array N2(L_3,M_3,H_3,Lw_3,Mw_3,Hw_3,Lw_2,Mw_2,Hw_2,P4);  
Systolic_Array N1(L_1,M_1,H_1,Lw_1,Mw_1,Hw_1,Lw_0,Mw_0,Hw_0,P2);  
endmodule
`timescale 1ns / 1ps
module Systolic_Array
(
input [7:0] X1,X2,X3,X4,X5,X6,X7,X8,X9,  
output [7:0] Median  
    );
wire [7:0] temp[10:0];  
assign temp[0] = (X1 > X4) ? X4 : X1;
assign temp[1] = (X2 > X5) ? X2 : X5;
assign temp[2] = (X2 > X5) ? X5 : X2;
assign temp[3] = (X9 > X6) ? X9 : X6;
assign temp[4] = (temp[0] > X7) ? X7 : temp[0];
assign temp[5] = (temp[2] < X8) ? X8 : temp[2];
assign temp[6] = (temp[3] < X3) ? X3 : temp[3];
assign temp[7] = (temp[1] > temp[5]) ? temp[5] : temp[1];
assign temp[8] = (temp[4] < temp[7]) ? temp[7] : temp[4];
assign temp[9] = (temp[4] < temp[7]) ? temp[4] : temp[7];
assign temp[10] = (temp[9] < temp[6]) ? temp[6] : temp[9];
assign Median = (temp[8] < temp[10]) ? temp[8] : temp[10];
endmodule
</file>
==> metrics.txt <==
# HELP chip_impl_metric Implementation results
# TYPE chip_impl_metric gauge
chip_impl_info{name="outcome",value="finished, final reports clean"} 1
chip_impl_metric{name="first_global_vias",unit=""} 19137
chip_impl_metric{name="multiplexer_share",unit="%"} 13.4
chip_impl_info{name="type_of_the_worst_min_delay_path",value="in2reg"} 1
chip_impl_metric{name="synthSimpleGateAreaFrac",unit="%"} 17.3
chip_impl_metric{name="synth.yosys.seq_area_share",unit="%"} 9.97
chip_impl_metric{name="detailedRoute.firstIterationViolations",unit=""} 1053
chip_impl_metric{name="fp.dieArea",unit="µm²"} 65300
chip_impl_metric{name="grt_pass1_wl",unit="µm"} 100000
chip_impl_info{name="critPathSlowestCell",value="sky130_fd_sc_hd__or4_4"} 1
chip_impl_metric{name="asyncSetResetFlopFracSynth",unit="%"} 0
chip_impl_info{name="setup.worst_path.end_class",value="output port"} 1
chip_impl_metric{name="routed_wire_length_per_instance",unit="µm"} 15.8
chip_impl_metric{name="gpl.final_weighted_congestion",unit=""} 0.931
chip_impl_info{name="rsz0062_at_grt",value="yes"} 1
chip_impl_metric{name="drive_gt1_share",unit="%"} 32.8
chip_impl_metric{name="setup_viol_count_final",unit=""} 0
chip_impl_metric{name="post_synth_instance_area",unit="µm²"} 19300
chip_impl_info{name="netlist_logic_family_top",value="AND-OR/OR-AND gates"} 1
chip_impl_metric{name="yosys-stat-cells",unit=""} 2640
chip_impl_metric{name="chipHeight",unit="µm"} 256
chip_impl_metric{name="floorplan.rows",unit=""} 92
chip_impl_metric{name="avgViaCountPerCell",unit=""} 5.04
chip_impl_metric{name="synth.ff_latch_count",unit=""} 96
chip_impl_info{name="timing.hold.worst_endpoint",value="L_1[7]"} 1
chip_impl_info{name="tritoncts_clock_tree",value="done"} 1
chip_impl_metric{name="syn_area_per_cell",unit="µm²"} 7.30
chip_impl_metric{name="max_slew_margin",unit="%"} 30.8
chip_impl_metric{name="synth_chip_area",unit="µm²"} 19300
chip_impl_metric{name="grt_max_degree",unit=""} 24
chip_impl_metric{name="yosys_warnings",unit=""} 3
chip_impl_metric{name="synthToLayoutAreaGrowth",unit="%"} 45.3
chip_impl_metric{name="crit_path_max_fanout",unit=""} 8
chip_impl_metric{name="cts_max_path_buffers",unit=""} 2
chip_impl_metric{name="fin_crit_sh",unit="%"} 99.5
chip_impl_metric{name="clkTransAtPathRegs",unit="ns"} 0.07
chip_impl_metric{name="critical_path_arrival",unit="ns"} 19.47
chip_impl_metric{name="synthAoiAreaFrac",unit="%"} 26.0
chip_impl_info{name="setup.worst_path.class",value="in2out"} 1
chip_impl_metric{name="cts-buffers-inserted",unit=""} 9
chip_impl_metric{name="cp_data_required_time",unit="ns"} 19.60
chip_impl_metric{name="holdPathStages",unit=""} 4
chip_impl_metric{name="tightest_slew",unit="ns"} 1.03
chip_impl_metric{name="yosysUniqueCellTypes",unit=""} 96
chip_impl_metric{name="antenna_cells",unit=""} 0
chip_impl_metric{name="fill_cells",unit=""} 5968
chip_impl_metric{name="critical_path.n_buffers_inverters",unit=""} 15
chip_impl_metric{name="postLayoutCellArea",unit="µm²"} 28000
chip_impl_metric{name="register_area",unit="µm²"} 1920
chip_impl_metric{name="route.vias.total",unit=""} 20753
chip_impl_metric{name="route.antenna.remaining_nets",unit=""} 0
chip_impl_metric{name="io_pins",unit=""} 98
chip_impl_info{name="min-delay-start",value="I_12[7]"} 1
chip_impl_metric{name="final-hold-violation-count",unit=""} 0
chip_impl_metric{name="utilization",unit="%"} 44.3
chip_impl_metric{name="synthAdderAreaFrac",unit="%"} 25.0
chip_impl_metric{name="grt_antenna_before_repair",unit=""} 0
chip_impl_metric{name="tool_warnings",unit=""} 28
chip_impl_metric{name="crit_path_max_incr_delay",unit="ns"} 0.48
chip_impl_metric{name="yosys.area_share.xor_xnor",unit="%"} 0.363
chip_impl_metric{name="die_width",unit="µm"} 256
chip_impl_metric{name="mi_logic_area",unit="µm²"} 17900
chip_impl_metric{name="final_cells",unit=""} 4114
chip_impl_info{name="timing.critical_path.from_type",value="input port"} 1
chip_impl_metric{name="initial_core_util",unit="%"} 30.5
chip_impl_metric{name="place_area",unit="µm²"} 24200
chip_impl_metric{name="routed_wirelength",unit="µm"} 64900
chip_impl_metric{name="max_cap_violations",unit=""} 0
chip_impl_metric{name="drcViolationCount",unit=""} 0
chip_impl_info{name="cts.root.buffer_cell",value="sky130_fd_sc_hd__clkbuf_16"} 1
chip_impl_metric{name="fin_hold_ws",unit="ns"} 5.01
chip_impl_info{name="path_delay_family",value="AND-OR/OR-AND gates"} 1
chip_impl_metric{name="finalCriticalPeriod",unit="ns"} 24.37
chip_impl_metric{name="htree_levels",unit=""} 3
chip_impl_metric{name="cell_count_after_placement",unit=""} 3901
chip_impl_metric{name="global_route.usage.total",unit="%"} 19.2
chip_impl_metric{name="tritoncts_num_sinks",unit=""} 96
chip_impl_metric{name="post_synth_tally_of_flip_flops_with_integrated_enable",unit=""} 0
chip_impl_metric{name="fp.coreArea",unit="µm²"} 63300
chip_impl_metric{name="dp.final_hpwl",unit="µm"} 51700
chip_impl_info{name="ys_dominant_reg_cell",value="sky130_fd_sc_hd__dfxtp_1"} 1
chip_impl_metric{name="placement.io_buffers",unit=""} 96
chip_impl_metric{name="syn_inst_count",unit=""} 2640
chip_impl_info{name="crit_path_frequent_cell",value="sky130_fd_sc_hd__ha_4"} 1
chip_impl_metric{name="global_route.overflow_total",unit=""} 0
chip_impl_metric{name="drv_slew",unit=""} 0
chip_impl_metric{name="timing.fmax",unit="MHz"} 41.0
chip_impl_metric{name="drt-pass1-iter-count",unit=""} 7
metal layers:
metal | vias to the layer above | track usage, % | part of all wire (%)
li1 | 10779 | - | -
met1 | 9464 | 26.5 | 47
met2 | 415 | 32.7 | 46
met3 | 95 | 1.42 | 3.9
met4 | 0 | 4.76 | 3.1
met5 | - | 0 | 0
worst min-delay path: cells and delay by family:
family	cells	cell delay, ns
compound gates	1	0.06
buf+inv	2	0.27
simple gates	1	0.09
stage by stage:
stage	setup WS, ns	TNS, ns
3_5_place_dp	-1.25	-18.79
2_1_floorplan	-0.119	-0.835
4_1_cts	0.00571	0
6_report	0.126	0
5_1_grt	-0.527	-5.70
3_3_place_gp	-1.26	-18.80
layout by cell type, fill, tap and decap left out, types with 14 or more instances in the layout:
cell type,Yosys,final
sky130_fd_sc_hd__nor2_1,183,163
sky130_fd_sc_hd__buf_4,1,539
sky130_fd_sc_hd__a21o_1,92,92
sky130_fd_sc_hd__o211ai_1,19,19
sky130_fd_sc_hd__clkbuf_2,0,18
sky130_fd_sc_hd__nand4_1,38,38
sky130_fd_sc_hd__inv_1,326,285
sky130_fd_sc_hd__and3_1,21,19
sky130_fd_sc_hd__dfxtp_1,96,96
sky130_fd_sc_hd__nor2b_1,41,34
sky130_fd_sc_hd__ha_1,382,314
sky130_fd_sc_hd__o21ai_0,225,183
sky130_fd_sc_hd__nor3_1,27,23
sky130_fd_sc_hd__buf_6,2,55
sky130_fd_sc_hd__nand3_1,72,66
sky130_fd_sc_hd__a21oi_2,2,33
sky130_fd_sc_hd__mux2i_1,161,148
sky130_fd_sc_hd__a21oi_1,223,169
sky130_fd_sc_hd__nand2_1,231,216
sky130_fd_sc_hd__o21ai_2,2,23
sky130_fd_sc_hd__mux2_2,85,77
sky130_fd_sc_hd__inv_2,0,36
sky130_fd_sc_hd__o21ai_1,26,40
sky130_fd_sc_hd__nand2b_1,27,27
sky130_fd_sc_hd__a21oi_4,1,24
sky130_fd_sc_hd__o21a_1,47,46
sky130_fd_sc_hd__or3_1,15,14
sky130_fd_sc_hd__ha_4,0,61
sky130_fd_sc_hd__clkdlybuf4s50_1,0,56
sequential cells by signal (all words and copies together), names as in the netlist:
register	cells
M_1	8
M_0	8
H_2	8
H_1	8
L_0	8
L_2	8
H_0	8
L_1	8
M_3	8
M_2	8
H_3	8
L_3	8
kinds of logic after synthesis:
family,count (synthesis)
AOI/OAI and AO/OA,792
and+or+nand+nor,704
buffers and inverters,407
adders and majority gates,386
muxes,247
DFF,96
xor gates and xnor gates,8
area by class of cell:
| class | count | share of cell area (%) |
|---|---|---|
| timing repair buffer | 692 | 20.1 |
| sequential | 96 | 6.86 |
| clock buffer | 12 | 0.844 |
| tap | 846 | 3.78 |
| clock inverter | 3 | 0.156 |
| multi-input combinational | 2139 | 63.9 |
| inverter | 326 | 4.41 |
worst max path at each step:
| stage | startpoint | to | slack [ns] | cells past startpoint |
|---|---|---|---|---|
| CTS | I_11[1] | P4[7] | 0.006 | 82 |
| global route | I_11[3] | P2[3] | -0.53 | 79 |
| finish | I_11[3] | P2[3] | 0.13 | 78 |
cell usage after synthesis, drive strengths merged, types with 7 or more instances:
| cell | number | area share, % |
|---|---|---|
| o2111ai | 7 | 0.32 |
| o211a | 7 | 0.36 |
| a211oi | 23 | 0.97 |
| a21o | 92 | 3.6 |
| or3 | 15 | 0.49 |
| a211o | 11 | 0.51 |
| nand3 | 73 | 1.9 |
| nor3 | 30 | 0.89 |
| nand2b | 28 | 0.95 |
| buf | 19 | 0.49 |
| o211ai | 20 | 0.80 |
| o21a | 47 | 1.8 |
| a31oi | 16 | 0.52 |
| o31ai | 10 | 0.53 |
| mux2i | 161 | 8.4 |
| a21oi | 226 | 6.0 |
| clkbuf | 62 | 1.2 |
| o21bai | 7 | 0.27 |
| ha | 382 | 25 |
| inv | 326 | 6.3 |
| and2 | 8 | 0.26 |
| nor2b | 41 | 1.3 |
| mux2 | 86 | 5.0 |
| nor2 | 186 | 3.7 |
| dfxtp | 96 | 10 |
| and4 | 7 | 0.32 |
| and3 | 21 | 0.68 |
| nand4 | 40 | 1.4 |
| nand2 | 232 | 4.5 |
| o21ai | 253 | 6.6 |
what timing repair did:
| item | in CTS | in global routing |
|---|---|---|
| resized | 318 | 293 |
| hold buffers | 0 | 0 |
| cloned | 6 | 0 |
| setup buffers | 148 | 52 |
| pin swaps | 116 | 157 |
| setup endpoints to repair | 16 | 32 |
